`./design.v`:
```
`default_nettype none
module dff (q, d, clk, rst);
    output wire        q;
    input wire         d;
    input wire         clk;
    input wire         rst;
    reg            state;
    assign #(1) q = state;
    always @(posedge clk) begin
      state = rst? 0 : d;
    end
endmodule
`default_nettype wire
module register(r,w,clk,rst,we);
parameter BIT_WIDTH = 16;    
parameter BIT_SIZE = 3;       
parameter REG_NUMS = 8;        
input clk,rst,we;
input [BIT_WIDTH-1:0] w;
output [BIT_WIDTH-1:0] r;
dff dff01[BIT_WIDTH-1:0](.q(r), .d( we ? w:r), .clk(clk),.rst(rst));
endmodule
module IDEX_latch (
    input wire clk,
    input wire rst,
    input wire ID_nHaltSig,
    input wire ID_MemRead,
    input wire ID_ImmSrc,
    input wire ID_nHaltSig_comb,
    input wire ID_ALUSign,
    input wire ID_ALUJmp,
    input wire ID_MemWrt,
    input wire ID_RegWrt,
    input wire valid,
    input wire [1:0] ID_RegSrc,
    input wire [1:0] ID_BSrc,
    input wire [3:0] ID_BranchTaken,
    input wire [3:0] ID_Oper,
    input wire [15:0] ID_RSData,
    input wire [15:0] ID_RTData,
    input wire [15:0] ID_Imm5,
    input wire [15:0] ID_Imm8,
    input wire [15:0] ID_sImm8,
    input wire [15:0] ID_sImm11,
    input wire [15:0] ID_PC_Next,
    input wire ID_invA,
    input wire ID_invB,
    input wire ID_Cin,
    input wire [2:0] ID_RD,
    input wire ID_NOP,
    input wire ID_RegWrt_2_nflopped,
    input wire ID_RegWrt_1_nflopped,
    input wire [2:0] ID_RD_2_nflopped,
    input wire [2:0] ID_RD_1_nflopped,
    output wire IDEX_nHaltSig,
    output wire IDEX_MemRead,
    output wire IDEX_ImmSrc,
    output wire IDEX_nHaltSig_comb,
    output wire IDEX_ALUSign,
    output wire IDEX_ALUJmp,
    output wire IDEX_MemWrt,
    output reg IDEX_err,
    output wire IDEX_RegWrt,
    output wire [1:0] IDEX_RegSrc,
    output wire [1:0] IDEX_BSrc,
    output wire [3:0] IDEX_BranchTaken,
    output wire [3:0] IDEX_Oper,
    output wire [15:0] IDEX_RSData,
    output wire [15:0] IDEX_RTData,
    output wire [15:0] IDEX_Imm5,
    output wire [15:0] IDEX_Imm8,
    output wire [15:0] IDEX_sImm8,
    output wire [15:0] IDEX_sImm11,
    output wire [15:0] IDEX_PC_Next,
    output wire IDEX_invA,
    output wire IDEX_invB,
    output wire IDEX_Cin,
    output wire [2:0] IDEX_RD,
    output wire IDEX_NOP
);
    wire [1:0] IDEX_RegSrc_2_nflopped,IDEX_RegSrc_1_nflopped;
    dff dff_IDEX_RegSrc[5:0] (.q({IDEX_RegSrc, IDEX_RegSrc_2_nflopped, IDEX_RegSrc_1_nflopped}), .d({IDEX_RegSrc_2_nflopped, IDEX_RegSrc_1_nflopped, ID_RegSrc}), .clk({6{clk}}), .rst({6{rst}})); 
    dff dff_IDEX_BSrc[1:0] (.q(IDEX_BSrc), .d(ID_BSrc), .clk({2{clk}}), .rst({2{rst}})); 
    dff dff_IDEX_ImmSrc (.q(IDEX_ImmSrc), .d(ID_ImmSrc), .clk(clk), .rst(rst)); 
    dff dff_IDEX_ALUSign (.q(IDEX_ALUSign), .d(ID_ALUSign), .clk(clk), .rst(rst)); 
    dff dff_IDEX_ALUJmp (.q(IDEX_ALUJmp), .d(ID_ALUJmp), .clk(clk), .rst(rst)); 
    dff dff_IDEX_MemRead (.q(IDEX_MemRead), .d(ID_MemRead), .clk(clk), .rst(rst)); 
    dff dff_IDEX_MemWrt (.q(IDEX_MemWrt), .d(ID_MemWrt), .clk(clk), .rst(rst)); 
    dff dff_IDEX_nHaltSig (.q(IDEX_nHaltSig), .d(valid ? ID_nHaltSig : 1'b0), .clk(clk), .rst(rst)); 
    dff dff_IDEX_d_oper[3:0] (.q(IDEX_Oper), .d(ID_Oper), .clk({4{clk}}), .rst({4{rst}}));
    register dff_IDEX_d_RSData (.r(IDEX_RSData), .w(ID_RSData), .clk(clk), .rst(rst), .we(1'b1));
    register dff_IDEX_d_RTData (.r(IDEX_RTData), .w(ID_RTData), .clk(clk), .rst(rst), .we(1'b1));
    register dff_IDEX_d_Imm5 (.r(IDEX_Imm5), .w(ID_Imm5), .clk(clk), .rst(rst), .we(1'b1));
    register dff_IDEX_d_Imm8 (.r(IDEX_Imm8), .w(ID_Imm8), .clk(clk), .rst(rst), .we(1'b1));
    register dff_IDEX_d_sImm8 (.r(IDEX_sImm8), .w(ID_sImm8), .clk(clk), .rst(rst), .we(1'b1));
    register dff_IDEX_d_sImm11 (.r(IDEX_sImm11), .w(ID_sImm11), .clk(clk), .rst(rst), .we(1'b1));
    register dff_IDEX_d_PC (.r(IDEX_PC_Next), .w(ID_PC_Next), .clk(clk), .rst(rst), .we(1'b1));
    dff dff_IDEX_d_invA (.q(IDEX_invA), .d(ID_invA), .clk(clk), .rst(rst));
    dff dff_IDEX_d_invB (.q(IDEX_invB), .d(ID_invB), .clk(clk), .rst(rst));
    dff dff_IDEX_d_Cin (.q(IDEX_Cin), .d(ID_Cin), .clk(clk), .rst(rst));
    dff dff_IDEX_d_BranchTaken [3:0] (.q(IDEX_BranchTaken), .d(ID_BranchTaken), .clk({4{clk}}), .rst({4{rst}}));
    dff dff_IDEX_NOP (.q(IDEX_NOP), .d(ID_NOP), .clk(clk), .rst(rst)); 
endmodule
```
`./run.sh`:
```
#!/bin/bash
# OpenROAD 26Q1-2900-gdf79404cd8, Yosys 0.63+post, stock flow scripts
make -C /OpenROAD-flow-scripts/flow DESIGN_CONFIG=/design/flow/config.mk WORK_HOME=/design/flow/orfs finish
```
`./config.mk`:
```
export PLATFORM = sky130hd
export DESIGN_NAME = IDEX_latch
export DESIGN_NICKNAME = IDEX_latch
export VERILOG_FILES = /design/flow/design.v
export SDC_FILE = /design/flow/constraint.sdc
export NUM_CORES = 4
export LEC_CHECK = 1
export CORE_AREA = 10 10 158 158
export DIE_AREA = 0 0 168 168
```
`./constraint.sdc`:
```
current_design IDEX_latch

set clk_period 1.0
set clk_io_pct 0.2

create_clock -name clk0 -period $clk_period [get_ports {clk}]

set non_clock_inputs [all_inputs -no_clocks]
set_input_delay [expr $clk_period * $clk_io_pct] -clock clk0 $non_clock_inputs
set_output_delay [expr $clk_period * $clk_io_pct] -clock clk0 [all_outputs]
```
==> results_slide.txt <==
Physical Implementation Snapshot

Yosys
  • YS chip area: 4690 µm²
  • Synth Warn #: 7
  • Yosys cell types: 6
  • Synthesized area: 4690 µm²
  • Post-synthesis sequential area ratio: 58.9%
  • Yosys cell count: 422
  • Yosys reg bits: 138
  • Syn Area/Cell: 11.1 µm²
  • Mapped Cells: 422

Worst setup path
  • Max stage delay on crit path: 0.31 ns
  • CP required: 0.80 ns
  • Reg2Reg Depth: 1
  • Critical setup path kind: reg2out
  • Crit Reg-Reg Endpoint: dff_IDEX_RegSrc[2].state
  • Top Family by Delay on Critical Path: flip-flops
  • Critical-path cell list: buf_2
  • Worst EP arrival: 0.83 ns
  • Startpoint types: register
  • Worst Path Buf+Inv: 1
  • Reg2reg start: dff_IDEX_RegSrc[0].state
  • Max FO, Critical Path: 1
  • Reg2reg setup slack: 0.47 ns
  • Slowest cell on the critical path: dfxtp_2
  • Critical Path End Type: output port

Place
  • Buffers on Ports: 270
  • Routability cong.: 0.789
  • Post-DP Area: 6780 µm²
  • Post-DP HPWL: 10100 µm

Layout
  • Fill count: 2292
  • Final Cell Area: 6740 µm²
  • Share of layout cells above drive strength 1: 31.3%
  • Area grow syn2layout: 43.8%

Global routing
  • GRT Overall Usage: 8.42%
  • Antenna violations before repair: 3
  • Overflow after GRT: 0
  • Largest net degree at the start of global routing: 48
  • First-pass GRT wire length: 18300 µm
  • Number of global-route vias before repair: 2919

Power
  • Power density over the cells: 1930 nW/µm²
  • Peak VDD IR: 904 µV
  • Leakage Power: 2.98 nW

Routing
  • DR DRC count: 0
  • Antenna Violating Nets Remaining: 0
  • DRT Wirelength: 12600 µm
  • Vias per cell: 3.30
  • Number of DRC markers in iteration 0: 102
  • TritonRoute pass-1 iters: 4
  • Wire length per cell: 14.5 µm
  • Vias: 2866

CTS
  • H-tree Lvls: 4
  • # hold bufs at CTS: 0
  • Clock Tree Root: clkbuf_16
  • Clock tree sinks: 138
  • Latency at later pin: 0.40 ns
  • Number of CTS-inserted buffers: 17
  • CTS tree: built
  • Maximum clock insertion buffer count: 2
  • Clk slew on worst S/H paths: 0.06 ns

Hold path
  • Hold Path Class: in2reg
  • WHS Endpoint: dff_IDEX_d_PC.dff01[12].state
  • Worst hold start: rst
  • WHS Path Cells: 2

Job
  • Tool warnings: 40
  • Maxcap violations: 0

Floorplanning
  • IO Count: 290
  • Die area: 28200 µm²
  • CORE AREA: 21700 µm²
  • Die Y: 168 µm
  • Die W: 168 µm
  • FP Util: 21.6%
  • Core Rows: 54

STA
  • Crit path time final: 1.03 ns
  • RSZ-0062 raised after global routing: true
  • Setup violations, final: 89
  • Fin. Hold Viols: 0
  • Worst Slack Setup Final: -0.0284 ns
  • Max Slew Vio Count: 0
  • Final period util: 103%
  • Final setup TNS: -0.642 ns
  • Fmax: 972 MHz
  • Setup Skew: 0.000367 ns

Outcome
  • Outcome: finished, violations left
  • Failing checks: negative setup slack
## state kept, by name (all words and copies together), names as in the netlist, 2 cells and up
| signal | flops |
|---|---|
| dff_IDEX_BSrc.state | 2 |
| dff_IDEX_RegSrc.state | 6 |
| dff_IDEX_d_BranchTaken.state | 4 |
| dff_IDEX_d_Imm5.dff01.state | 16 |
| dff_IDEX_d_Imm8.dff01.state | 16 |
| dff_IDEX_d_PC.dff01.state | 16 |
| dff_IDEX_d_RSData.dff01.state | 16 |
| dff_IDEX_d_RTData.dff01.state | 16 |
| dff_IDEX_d_oper.state | 4 |
| dff_IDEX_d_sImm11.dff01.state | 16 |
| dff_IDEX_d_sImm8.dff01.state | 16 |
## cell type report
cell class                      instances  area, µm²  area share (%)
Clock inverter                         12        126            1.87
Clock buffer                           19        443            6.57
Antenna cell                            2       5.00          0.0742
Multi-Input combinational cell        144        888            13.2
Sequential cell                       138       2780            41.3
Timing Repair Buffer                  274       2150            31.8
Tap cell                              280        350            5.20
## logic make-up after synthesis
group	count (synthesis)	synth area share, %
buffers and inverters	145	22.5
DFF	138	58.9
and+or+nand+nor	138	18.5
other	1	0.0800
## report_power, final
part,internal (W),total (W),switching [W]
logic,0.000810,0.00108,0.000275
clock network,0.00371,0.00609,0.00238
registers,0.00580,0.00585,0.0000579
total,0.0103,0.0130,0.00271
## layer usage
layer	up-vias	share of wire (%)	GRT usage [%]	wire (µm)
met2	144	49	14.0	6120
li1	1441	-	-	-
met5	-	0.10	0	13
met1	1268	36	9.15	4550
met4	2	1.7	1.36	213
met3	11	14	5.11	1720
## through the flow
step	power (W)	worst slack (ns)	util (%)	hold WS, ns	instances
2_1_floorplan	0.00652	0.314	-	0.328	427
6_report	0.0130	-0.0284	31.1	0.0938	869
5_1_grt	0.0137	-0.0797	31.1	0.0745	867
3_5_place_dp	0.00735	-0.0196	31.3	0.425	836
4_1_cts	0.0133	-0.0654	30.9	0.0710	867
3_3_place_gp	0.00734	-0.0139	31.3	0.431	836
## placed cells by master, fill, tap and decap left out
cell type          n
clkinvlp_4         2
diode_2            2
buf_12             4
dfxtp_2           15
clkinv_2           5
clkbuf_16         17
nor2b_1          137
buf_6              6
clkbuf_8           1
conb_1             6
bufinv_16          2
clkinv_4           3
clkdlybuf4s50_1  135
buf_4              1
and3b_1            1
buf_2            128
dfxtp_1          123
clkbuf_1           1
## how the worst max path moves through the flow
stage / from / to / slack [ns] / cells after the start
4_1_cts: dff_IDEX_d_Imm8.dff01[13].state / IDEX_Imm8[13] / -0.07 / 1
5_1_grt: dff_IDEX_d_sImm11.dff01[3].state / IDEX_sImm11[3] / -0.08 / 1
6_report: dff_IDEX_d_Imm8.dff01[13].state / IDEX_Imm8[13] / -0.03 / 1
## cells in the mapped netlist (all sizes together)
master | n | area (µm²)
and3b | 1 | 8.76
nor2b | 137 | 857
dfxtp | 138 | 2760
conb | 1 | 3.75
buf | 145 | 1060
## what timing repair did
action,CTS,global route
gates resized,449,9
endpoints found under the setup margin,134,134
buffers inserted,0,0
Power figures rest on the tool's default switching activity, not on a simulated workload.
