==> config.mk <==
export PLATFORM = sky130hd
export DESIGN_NAME = EXDM_latch
export DESIGN_NICKNAME = EXDM_latch
export VERILOG_FILES = /design/flow/design.v
export SDC_FILE = /design/flow/constraint.sdc
export NUM_CORES = 4
export LEC_CHECK = 1
export CORE_UTILIZATION = 30
==> constraint.sdc <==
current_design EXDM_latch

set clk_period 1.0
set clk_io_pct 0.2

create_clock -name clk0 -period $clk_period [get_ports {clk}]

set non_clock_inputs [all_inputs -no_clocks]
set_input_delay [expr $clk_period * $clk_io_pct] -clock clk0 $non_clock_inputs
set_output_delay [expr $clk_period * $clk_io_pct] -clock clk0 [all_outputs]
==> design.v <==
`default_nettype none
module dff (q, d, clk, rst);
    output wire        q;
    input wire         d;
    input wire         clk;
    input wire         rst;
    reg            state;
    assign #(1) q = state;
    always @(posedge clk) begin
      state = rst? 0 : d;
    end
endmodule
`default_nettype wire
module register(r,w,clk,rst,we);
parameter BIT_WIDTH = 16;    
parameter BIT_SIZE = 3;       
parameter REG_NUMS = 8;        
input clk,rst,we;
input [BIT_WIDTH-1:0] w;
output [BIT_WIDTH-1:0] r;
dff dff01[BIT_WIDTH-1:0](.q(r), .d( we ? w:r), .clk(clk),.rst(rst));
endmodule
module EXDM_latch(
    input wire clk,
    input wire rst,
    input wire[15:0] EX_RTData,
    input wire[15:0] EX_PC,
    input wire[15:0] EX_ALU,
    input wire EX_MemWrt,
    input wire EX_MemRead,
    input wire EX_nHaltSig,
    output wire [15:0] EXDM_RTData,
    output wire [15:0] EXDM_PC,
    output wire [15:0] EXDM_ALU,
    output wire EXDM_MemWrt,
    output wire EXDM_MemRead,
    output wire EXDM_HaltSig
);
    register rtdata_dff(.r(EXDM_RTData), .w(EX_RTData), .clk(clk), .rst(rst), .we(1'b1));
    register dff_d_PC2(.r(EXDM_PC), .w(EX_PC), .clk(clk), .rst(rst), .we(1'b1));
    dff MemWrt_2dff(.q(EXDM_MemWrt), .d(EX_MemWrt), .clk(clk), .rst(rst));  
    dff MemRead_2dff(.q(EXDM_MemRead), .d(EX_MemRead), .clk(clk), .rst(rst));  
    dff nHaltSig_2dff(.q(EXDM_HaltSig), .d(EX_nHaltSig), .clk(clk), .rst(rst));  
    register dff_e_ALU(.r(EXDM_ALU), .w(EX_ALU), .clk(clk), .rst(rst), .we(1'b1));
endmodule
==> run.sh <==
#!/bin/bash
# OpenROAD 26Q1-2900-gdf79404cd8, Yosys 0.63+post, stock flow scripts
make -C /OpenROAD-flow-scripts/flow DESIGN_CONFIG=/design/flow/config.mk WORK_HOME=/design/flow/orfs finish
==> impl_metrics.sql <==
-- implementation run metrics
INSERT INTO impl_metrics (metric_group, metric, value, unit) VALUES
('outcome', 'outcome', 'completed', ''),
('yosys', 'synth.cells.most_frequent', 'sky130_fd_sc_hd__dfxtp_1, sky130_fd_sc_hd__nor2b_1, sky130_fd_sc_hd__buf_4, sky130_fd_sc_hd__buf_2', ''),
('worst_setup_path', 'cp_top_family', 'flip-flops', ''),
('floorplan', 'core_util_floorplan', '0.311', ''),
('clocking', 'clockRootBuffer', 'sky130_fd_sc_hd__clkbuf_8', ''),
('power_and_ir_drop', 'pwr-share-clk', '0.289', ''),
('floorplan', 'floorplan.rows', '27', ''),
('sta', 'final_count_of_hold_timing_violations', '0', ''),
('floorplan', 'floorplan.die.height', '77.8', 'um'),
('global_route', 'grt_first_pass_wirelength', '4520', 'um'),
('worst_setup_path', 'crit_fanout', '1', ''),
('clocking', 'cts_setup_buffers', '0', ''),
('yosys', 'postSynthAreaPerCell', '11.1', 'um^2'),
('yosys', 'top_area_frac', '0.592', ''),
('clocking', 'clk_path_buf_depth', '2', ''),
('floorplan', 'dieWidth', '77.8', 'um'),
('power_and_ir_drop', 'power', '3.60', 'mW'),
('routing', 'routed_wire_length_per_instance', '9.61', 'um'),
('clocking', 'tritoncts', 'done', ''),
('worst_setup_path', 'arrival', '750', 'ps'),
('yosys', 'ys.flops', '51', ''),
('worst_setup_path', 'worst_path_largest_cell_delay', '310', 'ps'),
('placement', 'port_buffers', '103', ''),
('yosys', 'yosys-stat-cells', '155', ''),
('power_and_ir_drop', 'switching_share', '0.189', ''),
('yosys', 'yosysWarningCount', '1', ''),
('power_and_ir_drop', 'share_comb_of_total_power', '0.109', ''),
('placement', 'place.gp.congestion', '0.698', ''),
('final_layout', 'synthToLayoutAreaGrowth', '37.7', '%'),
('power_and_ir_drop', 'power.internal', '2.92', 'mW'),
('global_route', 'number_of_antenna_violations_at_the_first_check_in_global_routing', '0', ''),
('global_route', 'track_usage', '0.0954', ''),
('routing', 'first_pass_iters', '3', ''),
('worst_setup_path', 'cp.buffers_inverters', '1', ''),
('sta', 'worstMarginPinSlew', '134', 'ps'),
('power_and_ir_drop', 'power_per_cell_area', '1520', 'nW/um^2'),
('yosys', 'syn-instance-count', '155', ''),
('power_and_ir_drop', 'p_sw', '0.680', 'mW'),
('placement', 'preCtsSetupSlack', '31.0', 'ps'),
('worst_setup_path', 'setup.worst_path.end_class', 'output pin', ''),
('sta', 'number_of_setup_violations_in_the_final_report', '0', ''),
('final_layout', 'area.combinational', '319', 'um^2'),
('power_and_ir_drop', 'cellLeakagePower', '1.03', 'nW'),
('clocking', 'cts_buffers', '5', ''),
('placement', 'hpwl', '2000', 'um'),
('routing', 'antenna_violating_nets_post_route', '0', ''),
('sta', 'layout_worst_path_cycle_share', '0.955', ''),
('yosys', 'synthesis.area', '1730', 'um^2'),
('sta', 'final-max-slew-violation-count', '0', ''),
('routing', 'viasPerCell', '3.63', ''),
('yosys', 'yosysUniqueCellTypes', '4', ''),
('sta', 'highest_clock_rate', '1050', 'MHz'),
('sta', 'min_period', '955', 'ps'),
('yosys', 'synth_seq_share', '0.592', ''),
('job', 'cap_violations', '0', ''),
('final_layout', 'post_route_cells_drive_above_1_share', '0.347', ''),
('global_route', 'grt.overflow.total', '0', ''),
('global_route', 'grt_max_degree', '31', ''),
('yosys', 'ys_area', '1730', 'um^2'),
('yosys', 'synthTopCellsByArea', 'sky130_fd_sc_hd__dfxtp_1, sky130_fd_sc_hd__buf_4, sky130_fd_sc_hd__nor2b_1', ''),
('power_and_ir_drop', 'irDropWorstVdd', '0.000590', 'V'),
('worst_setup_path', 'list_of_cells_traversed_by_the_critical_path', 'clkdlybuf4s15_1', ''),
('yosys', 'count_of_flip_flops_with_a_built_in_enable_after_synthesis', '0', ''),
('worst_setup_path', 'critical_path_type', 'flop to output pin', ''),
('worst_setup_path', 'worst_path_max_delay_cell', 'sky130_fd_sc_hd__dfxtp_1', ''),
('clocking', 'tritoncts_num_sinks', '51', ''),
('floorplan', 'core-area', '5540', 'um^2'),
('floorplan', 'pin_count', '104', ''),
('power_and_ir_drop', 'p_seq_frac', '0.602', ''),
('final_layout', 'n_fill_cell', '554', ''),
('sta', 'fin_tns_setup', '0', 'ps');
timing repair:
| item | CTS | global route |
|---|---|---|
| resized | 108 | 60 |
| hold endpoints to repair | 0 | 0 |
| setup endpoints to repair | 51 | 41 |
power groups by stage:
stage | sequential [mW] | clock [mW] | combinational, mW
5_1_grt | 2.18 | 1.21 | 0.436
4_1_cts | 2.16 | 1.12 | 0.444
6_report | 2.17 | 1.04 | 0.393
flip-flops by register name, indices dropped and copies added (netlist names):
name,count
dff_d_PC2.dff01.state,16
rtdata_dff.dff01.state,16
nHaltSig_2dff.state,1
MemRead_2dff.state,1
MemWrt_2dff.state,1
dff_e_ALU.dff01.state,16
cell type report:
| class | instances | share of cell area |
|---|---|---|
| multi-input cells | 51 | 0.134 |
| flip-flops and latches | 51 | 0.441 |
| repair buffers | 105 | 0.356 |
| well taps | 72 | 0.0379 |
| clock buffers | 6 | 0.0305 |
kinds of logic (layout without fill, tap and decap cells):
logic type / count (synthesis) / after routing / synth area share
buffers and inverters: 53 / 111 / 0.223
DFF: 51 / 51 / 0.592
and+or+nand+nor: 51 / 51 / 0.185
path summary, 6_finish.rpt:
check / depth (start not counted) / end / from / slack (ps)
max: 1 / EXDM_RTData[5] / rtdata_dff.dff01[5].state / 50
min: 3 / dff_e_ALU.dff01[14].state / rst / 290
metal layers:
metal / GRT usage / wire length [um] / up-vias
met5: 0 / 0 / -
met4: 0.0132 / 35 / 0
met3: 0.0478 / 412 / 4
met2: 0.160 / 1170 / 67
met1: 0.113 / 1120 / 437
li1: - / - / 527
placed cells by master, fill, tap and decap left out:
cell,synthesis,final
sky130_fd_sc_hd__clkbuf_1,0,1
sky130_fd_sc_hd__buf_2,5,6
sky130_fd_sc_hd__dfxtp_1,51,29
sky130_fd_sc_hd__nor2b_1,51,51
sky130_fd_sc_hd__clkbuf_8,0,5
sky130_fd_sc_hd__buf_12,0,2
sky130_fd_sc_hd__clkdlybuf4s50_1,0,51
sky130_fd_sc_hd__clkdlybuf4s15_1,0,7
sky130_fd_sc_hd__clkbuf_2,0,39
sky130_fd_sc_hd__dfxtp_2,0,22
per-stage QoR:
step | util | hold slack, ps | instances | cell area, um^2
floorplan | - | 272 | 155 | 1730
global placement | 0.451 | 613 | 279 | 2500
detailed placement | 0.451 | 618 | 279 | 2500
CTS | 0.459 | 288 | 285 | 2540
global route | 0.429 | 300 | 285 | 2380
finish | 0.429 | 294 | 285 | 2380
Power is estimated from default activity; no workload was simulated.
